[./config.mk]
export PLATFORM = sky130hd
export DESIGN_NAME = digital_dart_game
export DESIGN_NICKNAME = digital_dart_game
export VERILOG_FILES = /design/flow/design.v
export SDC_FILE = /design/flow/constraint.sdc
export NUM_CORES = 4
export LEC_CHECK = 1
export CORE_AREA = 10 10 105 105
export DIE_AREA = 0 0 115 115
[./constraint.sdc]
current_design digital_dart_game

set clk_period 5.9
set clk_io_pct 0.2

create_clock -name clk0 -period $clk_period [get_ports {clk}]

set non_clock_inputs [all_inputs -no_clocks]
set_input_delay [expr $clk_period * $clk_io_pct] -clock clk0 $non_clock_inputs
set_output_delay [expr $clk_period * $clk_io_pct] -clock clk0 [all_outputs]
[./design.v]
module digital_dart_game (
    input clk,
    input reset,
    input throw_button,
    output [2:0] player_id,
    output [4:0] score_display,
    output [4:0] final_score,
    output [4:0] winner
);
wire [4:0] circle_points;   
reg [4:0] player_score[0:2];  
reg [2:0] player_turn;       
reg [2:0] throw_count;       
reg [4:0] prbs;              
always @(posedge clk or posedge reset) begin
    if (reset)
        prbs <= 5'b10101;   
    else
        prbs <= {prbs[3:0], prbs[4] ^ prbs[2]};   
end
assign circle_points = (prbs[2:0] == 3'b000) ? 5 :
                       (prbs[2:0] == 3'b001) ? 4 :
                       (prbs[2:0] == 3'b010) ? 3 :
                       (prbs[2:0] == 3'b011) ? 2 :
                       (prbs[2:0] == 3'b100) ? 1 : 0;
always @(posedge clk or posedge reset) begin
    if (reset) begin
        player_score[0] <= 0;
        player_score[1] <= 0;
        player_score[2] <= 0;
        player_turn <= 0;
        throw_count <= 0;
    end else if (throw_button) begin
        player_score[player_turn] <= player_score[player_turn] + circle_points;
        throw_count <= throw_count + 1;
        if (throw_count == 4) begin
            throw_count <= 0;
            player_turn <= player_turn + 1;
        end
        if (player_turn == 3)
            player_turn <= 0;
    end
end
wire [4:0] sum1, sum2, total_score, winner;
assign sum1 = player_score[0] + player_score[1];  
assign sum2 = sum1 + player_score[2];             
assign total_score = (player_score[0] > player_score[1]) ? player_score[0] : (player_score[1]>player_score[2])?player_score[1] : player_score[2];       
assign winner = (player_score[0] > player_score[1]) ? 1 : (player_score[1]>player_score[2])?2 : 3;  
assign player_id = player_turn + 1;
assign score_display = player_score[player_turn];
assign final_score = total_score;
endmodule
[./run.sh]
#!/bin/bash
# OpenROAD 26Q1-2900-gdf79404cd8, Yosys 0.63+post, stock flow scripts
make -C /OpenROAD-flow-scripts/flow DESIGN_CONFIG=/design/flow/config.mk WORK_HOME=/design/flow/orfs finish
==> flow_metrics.py <==
# Physical implementation metrics
metrics = {
    "global_routing": {
        "grt_pass1_wl_um": 6390,
        "grtUsageTotal": 0.0586,
        "gr-total-overflow": 0,
        "antenna_found_initial": 0,
        "grt_pass1_vias": 1258,
        "grt_max_degree": 27,
    },
    "sta": {
        "clock_skew_ns": 0.00597,
        "slew_violations": 0,
        "finalSetupTns_ns": 0,
        "finalCritPeriodShare": 0.625,
        "rsz0062_at_grt": "no",
        "clock.fmax_mhz": 271,
        "finalHoldViolations": 0,
        "whs_ns": 0.370,
        "finalSetupViolCount": 0,
        "worst_pin_slew_ns": 0.507,
        "period_minus_slack_ns": 3.69,
        "worst_slack_ns": 2.21,
        "slew_headroom": 0.662,
    },
    "detailed_routing": {
        "firstDrtPassIters": 4,
        "wl_met2_um": 1710,
        "ant_nets": 0,
        "wl_met1_um": 1760,
        "routed_via_density": 4.36,
        "detail_route.wl_per_cell_um": 12.4,
        "met3WireLength_um": 323,
        "vias": 1333,
        "drc": 0,
        "top_layer": "met3",
        "num_antenna_cells": 0,
        "routed_wl_um": 3790,
        "drt_iter0_markers": 55,
    },
    "placement": {
        "hpwlAfterDp_um": 2960,
        "dp.cells": 302,
        "gp_congestion": 0.842,
        "place_ws_ns": 2.53,
        "io_buffer_count": 17,
        "placed_cell_area_um2": 1980,
    },
    "power": {
        "p_leak_nw": 0.904,
        "p_sw_mw": 0.564,
        "power_frac_comb": 0.679,
        "vdd_ir_drop_max_uv": 178,
        "power_frac_seq": 0.237,
        "p_clk_frac": 0.084,
        "p_per_area_nw_per_um2": 676,
        "swShare": 0.410,
        "fin_total_pwr_mw": 1.38,
        "p_int_mw": 0.812,
    },
    "clock_tree": {
        "tritoncts": "yes",
        "cts.sinks": 26,
        "cts_setup_buffers": 0,
        "cts_max_level": 1,
        "ctsResizeCount": 0,
        "cts_hold_buf": 0,
        "clock_latency_ns": 0.27,
        "numCtsBuffers": 3,
        "clock_path_buffers": 2,
        "root_buffer": "clkbuf_8",
        "clk_pin_slew_ns": 0.09,
    },
    "yosys": {
        "yosys_area_um2": 1700,
        "ys.flops": 26,
        "synth-warning-count": 2,
        "ys_cells": 180,
        "synth.distinct_cells": 34,
        "avgSynthCellArea_um2": 9.43,
        "synth.cell_area_um2": 1700,
        "synth_seq_share": 0.385,
        "netlist_instances": 180,
    },
    "hold_path": {
        "hold_path_class": "register to register",
    },
    "critical_path": {
        "cp_data_arrival_time_ns": 2.51,
        "critPathLaunchType": "register",
        "crit_type": "register to output port",
        "cp_max_fo": 6,
        "cp.required_ns": 4.72,
        "r2r_setup_slack_ns": 2.82,
        "end_kind": "output port",
    },
    "die": {
        "core.rowCount": 34,
        "core-area_um2": 8760,
        "die_w_um": 115,
        "num_io_pins": 21,
        "chipArea_um2": 13200,
        "die-height_um": 115,
        "fp_util": 0.194,
    },
    "run_status": {
        "status": "finished, final reports clean",
    },
    "cells_and_area": {
        "fin_area_um2": 2040,
        "final_common_cell": "inv_1",
        "final_layout_size_suffix_gt1_frac": 0.101,
        "syn_to_final_growth_pct": 20.0,
        "layout_top_cells": "inv_1 (24), dfrtp_1 (23), o21ai_0 (21), ha_1 (21), nand2_1 (20)",
        "utilization": 0.232,
        "finalNonFillerCells": 306,
    },
    "job": {
        "maxCapViolCount": 0,
        "tool_warnings": 30,
    },
}
-- synth_stat cells, drive strengths merged --
| library cell | number | area share |
|---|---|---|
| o221ai | 2 | 0.010 |
| a221oi | 2 | 0.014 |
| o21ai | 21 | 0.062 |
| a21o | 1 | 0.0044 |
| a22oi | 4 | 0.018 |
| a32oi | 5 | 0.026 |
| or2 | 1 | 0.0037 |
| nor2 | 5 | 0.011 |
| fa | 1 | 0.012 |
| a21oi | 11 | 0.035 |
| and4 | 1 | 0.0052 |
| nand2b | 1 | 0.0037 |
| xor2 | 2 | 0.010 |
| mux2 | 7 | 0.046 |
| dfstp | 3 | 0.046 |
| o221a | 1 | 0.0066 |
| buf | 5 | 0.019 |
| clkbuf | 1 | 0.0022 |
| inv | 24 | 0.053 |
| nand3b | 1 | 0.0044 |
| nor2b | 1 | 0.0037 |
| nand4 | 2 | 0.0074 |
| ha | 21 | 0.15 |
| nand3 | 3 | 0.0088 |
| nand2 | 21 | 0.048 |
| xnor2 | 2 | 0.010 |
| conb | 1 | 0.0022 |
| dfrtp | 23 | 0.34 |
| a2bb2oi | 5 | 0.026 |
| and2 | 2 | 0.0074 |
-- layout make-up --
cell class                 count  area, um2
fill                         949       6730
multi-input combinational    126        925
sequential                    26        654
timing repair buffer          18        178
tap                          108        135
inverter                      24       90.1
clock buffer                   4       55.1
-- power groups by stage --
stage	clock network, mW	logic [mW]	registers [mW]
6_report	0.115	0.935	0.326
4_1_cts	0.120	0.953	0.324
5_1_grt	0.129	1.08	0.337
-- state kept, by name, indices dropped and copies added (netlist names) --
register / count
player_turn: 3
prbs: 5
player_score: 15
throw_count: 3
-- cells by family after synthesis --
group | share of synthesized area
muxes | 0.0464
buffers and inverters | 0.0744
other | 0.00221
DFF | 0.385
xor gates and xnor gates | 0.0206
AOI/OAI and AO/OA | 0.201
adders and majority gates | 0.167
and+or+nand+nor | 0.103
-- layer usage --
metal	GRT usage	vias up
met2	0.0893	37
met1	0.0812	636
met4	0.00495	0
li1	-	660
met5	0	-
met3	0.0216	0
-- worst max-delay path, cell delays in order (launching register included) --
cell and delay (ns):
dfrtp_1 0.46, ha_1 0.35, nand4_1 0.12, o221ai_1 0.45
a32oi_1 0.19, a2bb2oi_1 0.18, clkdlybuf4s50_1 0.49
-- final timing paths --
| kind | startpoint | end | cells after the start |
|---|---|---|---|
| max | player_score[1][2] | final_score[3] | 6 |
| min reg2reg | prbs[3] | prbs[4] | 0 |
| min in group asynchronous | reset | player_score[0][2] | 3 |
| max reg2reg | player_turn[0] | player_score[2][4] | 11 |
| max in group asynchronous | reset | prbs[0] | 3 |
| min | prbs[3] | prbs[4] | 0 |
No activity file was given, so power comes from the tool's default toggle rates.
